**./config.mk**
```make
export PLATFORM = sky130hd
export DESIGN_NAME = riscvsingle
export DESIGN_NICKNAME = riscvsingle
export VERILOG_FILES = /design/flow/design.v
export SDC_FILE = /design/flow/constraint.sdc
export NUM_CORES = 4
export LEC_CHECK = 1
export CORE_UTILIZATION = 50
```
**./constraint.sdc**
```tcl
current_design riscvsingle

set clk_period 28.9
set clk_io_pct 0.2

create_clock -name clk0 -period $clk_period [get_ports {clk}]

set non_clock_inputs [all_inputs -no_clocks]
set_input_delay [expr $clk_period * $clk_io_pct] -clock clk0 $non_clock_inputs
set_output_delay [expr $clk_period * $clk_io_pct] -clock clk0 [all_outputs]
```
**./design.v**
```verilog
module controller(
    input [6:0] op,
    input [2:0] funct3,
    input funct7b5,
    input Zero,
    output [1:0] ResultSrc,
    output MemWrite,
    output PCSrc,
    output ALUSrc,
    output RegWrite,
    output Jump,
    output [2:0] ImmSrc,
    output [2:0] ALUControl
);
    wire [1:0] ALUOp;
    wire Branch;
    maindec md(
        .op(op),
        .ResultSrc(ResultSrc),
        .MemWrite(MemWrite),
        .Branch(Branch),
        .ALUSrc(ALUSrc),
        .RegWrite(RegWrite),
        .Jump(Jump),
        .ImmSrc(ImmSrc),
        .ALUOp(ALUOp)
    );
    aludec ad(
        .opb5(op[5]),
        .funct3(funct3),
        .funct7b5(funct7b5),
        .ALUOp(ALUOp),
        .ALUControl(ALUControl)
    );
    assign PCSrc = (Branch & Zero) | Jump;
endmodule
module aludec(
    input opb5,
    input [2:0] funct3,
    input funct7b5,
    input [1:0] ALUOp,
    output reg [2:0] ALUControl
);
    wire RtypeSub;
    assign RtypeSub = funct7b5 & opb5;  
    always @(*) begin
        case(ALUOp)
            2'b00: ALUControl = 3'b000;  
            2'b01: ALUControl = 3'b001;  
            default: begin
                case(funct3)  
                    3'b000: begin
                        if (RtypeSub)
                            ALUControl = 3'b001;  
                        else
                            ALUControl = 3'b000;  
                    end
                    3'b001: ALUControl = 3'b110;  
                    3'b010: ALUControl = 3'b101;  
                    3'b110: ALUControl = 3'b011;  
                    3'b111: ALUControl = 3'b010;  
                    default: ALUControl = 3'b000;  
                endcase
            end
        endcase
    end
endmodule
module maindec(
    input [6:0] op,
    output reg [1:0] ResultSrc,
    output reg MemWrite,
    output reg Branch,
    output reg ALUSrc,
    output reg RegWrite,
    output reg Jump,
    output reg [2:0] ImmSrc,
    output reg [1:0] ALUOp
);
    always @(*) begin
        ResultSrc = 2'b00;
        MemWrite = 1'b0;
        Branch = 1'b0;
        ALUSrc = 1'b0;
        RegWrite = 1'b0;
        Jump = 1'b0;
        ImmSrc = 3'b000;
        ALUOp = 2'b00;
        case(op)
            7'b0000011: begin  
                RegWrite = 1'b1;
                ImmSrc = 3'b000;
                ALUSrc = 1'b1;
                MemWrite = 1'b0;
                ResultSrc = 2'b01;
                Branch = 1'b0;
                ALUOp = 2'b00;
                Jump = 1'b0;
            end
            7'b0100011: begin  
                RegWrite = 1'b0;
                ImmSrc = 3'b001;
                ALUSrc = 1'b1;
                MemWrite = 1'b1;
                ResultSrc = 2'b00;
                Branch = 1'b0;
                ALUOp = 2'b00;
                Jump = 1'b0;
            end
            7'b0110011: begin  
                RegWrite = 1'b1;
                ImmSrc = 3'b000;
                ALUSrc = 1'b0;
                MemWrite = 1'b0;
                ResultSrc = 2'b00;
                Branch = 1'b0;
                ALUOp = 2'b10;
                Jump = 1'b0;
            end
            7'b1100011: begin  
                RegWrite = 1'b0;
                ImmSrc = 3'b010;
                ALUSrc = 1'b0;
                MemWrite = 1'b0;
                ResultSrc = 2'b00;
                Branch = 1'b1;
                ALUOp = 2'b01;
                Jump = 1'b0;
            end
            7'b0010011: begin  
                RegWrite = 1'b1;
                ImmSrc = 3'b000;
                ALUSrc = 1'b1;
                MemWrite = 1'b0;
                ResultSrc = 2'b00;
                Branch = 1'b0;
                ALUOp = 2'b10;
                Jump = 1'b0;
            end
            7'b1101111: begin  
                RegWrite = 1'b1;
                ImmSrc = 3'b011;
                ALUSrc = 1'b0;
                MemWrite = 1'b0;
                ResultSrc = 2'b10;
                Branch = 1'b0;
                ALUOp = 2'b00;
                Jump = 1'b1;
            end
            7'b0110111: begin  
                RegWrite = 1'b1;
                ImmSrc = 3'b100;   
                ALUSrc = 1'b0;     
                MemWrite = 1'b0;
                ResultSrc = 2'b11;  
                Branch = 1'b0;
                ALUOp = 2'b00;    
                Jump = 1'b0;
            end
            default: begin
            end
        endcase
    end
endmodule
module datapath(
    input clk, reset,
    input [1:0] ResultSrc,
    input PCSrc, ALUSrc,
    input RegWrite,
    input [2:0] ImmSrc,
    input [2:0] ALUControl,
    output Zero,
    output [31:0] PC,
    input [31:0] Instr,
    output [31:0] ALUResult, WriteData,
    input [31:0] ReadData
);
    wire [31:0] PCNext, PCPlus4, PCTarget;
    wire [31:0] ImmExt;
    wire [31:0] SrcA, SrcB;
    wire [31:0] Result;
    wire Cout;
    flopr #(32) pcreg(
        .clk(clk),
        .reset(reset),
        .d(PCNext),
        .q(PC)
    );
    adder pcadd4(
        .a(PC),
        .b(32'd4),
        .y(PCPlus4)
    );
    adder pcaddbranch(
        .a(PC),
        .b(ImmExt),
        .y(PCTarget)
    );
    mux2 #(32) pcmux(
        .d0(PCPlus4),
        .d1(PCTarget),
        .s(PCSrc),
        .y(PCNext)
    );
    regfile rf(
        .clk(clk),
        .we3(RegWrite),
        .a1(Instr[19:15]),
        .a2(Instr[24:20]),
        .a3(Instr[11:7]),
        .wd3(Result),
        .rd1(SrcA),
        .rd2(WriteData)
    );
    extend ext(
        .instr(Instr[31:7]),
        .immsrc(ImmSrc),
        .immext(ImmExt)
    );
    mux2 #(32) srcbmux(
        .d0(WriteData),
        .d1(ImmExt),
        .s(ALUSrc),
        .y(SrcB)
    );
    alu alu(
        .a(SrcA),
        .b(SrcB),
        .select(ALUControl),
        .out(ALUResult),
        .zero(Zero),
        .Cout(Cout) 
    );
    mux3 #(32) resultmux(
        .d0(ALUResult),
        .d1(ReadData),
        .d2(PCPlus4),
        .d3(ImmExt),
        .s(ResultSrc),
        .y(Result)
    );
endmodule
module regfile(
    input clk,
    input we3,
    input [4:0] a1, a2, a3,
    input [31:0] wd3,
    output [31:0] rd1, rd2
);
    reg [31:0] registers[31:0];
    integer i;
    initial begin
        for (i = 0; i < 32; i = i + 1)
            registers[i] = 32'h0;
        registers[0] = 32'h0;          
    end
    assign rd1 = (a1 == 5'b0) ? 32'b0 : registers[a1];  
    assign rd2 = (a2 == 5'b0) ? 32'b0 : registers[a2];  
    always @(posedge clk) begin
        if (we3 && (a3 != 5'b0)) begin
            registers[a3] <= wd3;
        end
    end
endmodule
module alu #(parameter N = 32)(
    output [N-1:0] out,
    output Cout,
    output zero,  
    input [N-1:0] a, b,
    input [2:0] select
);
    wire slt_xnor_to_and, slt_xor_to_and, slt_not_to_and, slt_and_to_xor, slt_xor_to_zero;
    wire [N-1:0] slt_zero_extender, add_not_to_mux, add_mux_to_sum, add_sum;
    wire [N-1:0] or_or, and_and, sll_sll ;      
    wire Cout_internal;
    assign add_not_to_mux = ~b;
    mux_2x1 mux2(.out(add_mux_to_sum), .a(b), .b(add_not_to_mux), .select(select[0]));
    adder_32 ad(.out(add_sum), .Cout(Cout_internal), .a(a), .b(add_mux_to_sum), .Cin(select[0]));
    assign slt_xnor_to_and = ~(a[N-1]^b[N-1]^select[0]);
    assign slt_xor_to_and = a[N-1]^add_sum[N-1];
    assign slt_not_to_and = ~select[1];
    assign slt_and_to_xor = slt_xnor_to_and & slt_xor_to_and & slt_not_to_and;
    assign slt_xor_to_zero = slt_and_to_xor ^ add_sum[N-1];
    zero_extender ze(.in(slt_xor_to_zero), .out(slt_zero_extender));
    assign or_or = a | b;
    assign and_and = a & b;
    assign sll_sll = a << b[4:0];  
    wire [N-1:0] in4 = {N{1'b0}};  
    wire [N-1:0] in7 = {N{1'b0}};
    mux_8x1 mux8(
        .out(out), 
        .in0(add_sum), 
        .in1(add_sum), 
        .in2(and_and), 
        .in3(or_or), 
        .in4(in4),      
        .in5(slt_zero_extender), 
        .in6(sll_sll),      
        .in7(in7),      
        .select(select)
    );
    assign Cout = Cout_internal;
    assign zero = (out == {N{1'b0}});
endmodule
module full_adder (
    input A,
    input B,
    input Cin,
    output Sum,
    output Cout
);
    assign Sum = A ^ B ^ Cin;
    assign Cout = (A & B) | (B & Cin) | (A & Cin);
endmodule
module adder_32 #(parameter N=32) (
    output [N-1:0] out,
    output Cout,
    input [N-1:0] a, b,
    input Cin
);
    wire [N:0] carry;  
    assign carry[0] = Cin;
    genvar i;
    generate
        for (i = 0; i < N; i = i + 1) begin : full_adder_block
            full_adder fa (
                .A(a[i]),
                .B(b[i]),
                .Cin(carry[i]),
                .Sum(out[i]),
                .Cout(carry[i+1])
            );
        end
    endgenerate
    assign Cout = carry[N];
endmodule
module mux_2x1 #(parameter N = 32) (
    output [N-1:0] out,
    input [N-1:0] a, b,
    input select
);
    assign out = select ? b : a;  
endmodule
module mux_8x1 #(parameter N = 32) (
    output reg [N-1:0] out,
    input [N-1:0] in0, in1, in2, in3, in4, in5, in6, in7,
    input [2:0] select
);
    always @(*) begin
        case (select)
            3'b000: out = in0;
            3'b001: out = in1;
            3'b010: out = in2;
            3'b011: out = in3;
            3'b100: out = in4;
            3'b101: out = in5;
            3'b110: out = in6;
            3'b111: out = in7;
            default: out = {N{1'b0}};  
        endcase
    end
endmodule
module zero_extender #(parameter in_width= 1, out_width=32) (
    input [in_width-1:0] in,
    output [out_width-1:0] out
);
    assign out = { {out_width-in_width{1'b0}}, in };
endmodule
module adder(
    input [31:0] a, b, 
    output [31:0] y
);
    assign y = a + b;
endmodule
module extend(
    input [31:7] instr,
    input [2:0] immsrc,
    output reg [31:0] immext
);
    always @(*) begin
        case(immsrc)
            3'b000: immext = {{20{instr[31]}}, instr[31:20]};
            3'b001: immext = {{20{instr[31]}}, instr[31:25], instr[11:7]};
            3'b010: immext = {{20{instr[31]}}, instr[7], instr[30:25], instr[11:8], 1'b0};
            3'b011: immext = {{12{instr[31]}}, instr[19:12], instr[20], instr[30:21], 1'b0};
            3'b100: immext = {instr[31:12], 12'b0};
            default: immext = 32'b0;  
        endcase
    end
endmodule
module flopr #(parameter WIDTH = 8)(
    input clk, reset,
    input [WIDTH-1:0] d,
    output reg [WIDTH-1:0] q
);
    always @(posedge clk or posedge reset) begin
        if (reset)
            q <= 0;
        else
            q <= d;
    end
endmodule
module mux2 #(parameter WIDTH = 8)(
    input [WIDTH-1:0] d0, d1,
    input s,
    output [WIDTH-1:0] y
);
    assign y = s ? d1 : d0;
endmodule
module mux3 #(parameter WIDTH = 8)(
    input [WIDTH-1:0] d0, d1, d2, d3,
    input [1:0] s,
    output [WIDTH-1:0] y
);
    assign y = (s == 2'b00) ? d0 :
               (s == 2'b01) ? d1 :
               (s == 2'b10) ? d2 : d3;   
endmodule
module riscvsingle(
    input clk, reset,
    output [31:0] PC,
    input [31:0] Instr,
    output MemWrite,
    output [31:0] ALUResult, WriteData,
    input [31:0] ReadData
);
    wire ALUSrc, RegWrite, Jump, Zero, PCSrc;
    wire [1:0] ResultSrc;
    wire [2:0] ALUControl, ImmSrc;
    controller c(
        .op(Instr[6:0]),
        .funct3(Instr[14:12]),
        .funct7b5(Instr[30]),
        .Zero(Zero),
        .ResultSrc(ResultSrc),
        .MemWrite(MemWrite),
        .PCSrc(PCSrc),
        .ALUSrc(ALUSrc),
        .RegWrite(RegWrite),
        .Jump(Jump),
        .ImmSrc(ImmSrc),
        .ALUControl(ALUControl)
    );
    datapath dp(
        .clk(clk),
        .reset(reset),
        .ResultSrc(ResultSrc),
        .PCSrc(PCSrc),
        .ALUSrc(ALUSrc),
        .RegWrite(RegWrite),
        .ImmSrc(ImmSrc),
        .ALUControl(ALUControl),
        .Zero(Zero),
        .PC(PC),
        .Instr(Instr),
        .ALUResult(ALUResult),
        .WriteData(WriteData),
        .ReadData(ReadData)
    );
endmodule
```
**./run.sh**
```bash
#!/bin/bash
# OpenROAD 26Q1-2900-gdf79404cd8, Yosys 0.63+post, stock flow scripts
make -C /OpenROAD-flow-scripts/flow DESIGN_CONFIG=/design/flow/config.mk WORK_HOME=/design/flow/orfs finish
```
==> flow_results.org <==
* Implementation run

** Status
- Result of the run :: completed

** Finish
- Fraction of final layout cells with drive strength greater than 1 :: 0.2384
- Fin area :: about 64,000 um2
- Synth-to-layout area growth :: 13.65%
- Final core utilization :: 0.5724
- Most frequent standard cell in the layout excluding fill and tap cells :: sky130_fd_sc_hd__edfxtp_1
- Highest-count cells in the layout ignoring fill and taps :: sky130_fd_sc_hd__edfxtp_1 (1,024), sky130_fd_sc_hd__mux4_2 (415), sky130_fd_sc_hd__mux2i_1 (299)
- Final standard cell count with taps included and fillers excluded :: about 5,600

** Synth
- Number of distinct standard cells referenced by the synthesized netlist :: around 100
- Main synth FF type :: sky130_fd_sc_hd__edfxtp_1
- Averaged over all synthesized cells, the footprint is approximately 15 um2.
- Number of cells in the yosys synthesis report :: around 3,700
- Count of synthesis-stage warnings from yosys :: 6
- The stat command in Yosys gives a chip area of 56,580 um2.
- Registers, synthesis :: between 1,000 and 1,500
- Post-synthesis instance area :: 56,580 um2
- Yosys reported that registers with async set or reset make up 0.03030.
- Counting flops with a built-in enable in the synthesized netlist gives 1,024.
- Proportion of synthesized chip area in sequential cells :: 0.5576
- The cell count after synthesis came out at around 3,700.

** Clock network
- No sink is reached through more buffers than the 3 on the longest clock path.
- # hold bufs at CTS :: 0
- The tree is rooted in a sky130_fd_sc_hd__clkbuf_16.
- Number of CTS-inserted buffers :: 107
- TritonCTS clock tree :: built
- Number of H-tree levels :: 3
- PostCTS Resize Cnt :: 0
- Post-CTS timing repair inserted 0 buffers for setup.
- Clock Pin Slew Worst Setup and Hold Paths :: 0.06 ns
- The later pin in the worst-skew pair is clocked with a latency of a little over 0.7 ns.
- The tree built by TritonCTS fans out to between 1,000 and 1,500 sinks.

** Setup path
- Peak per-stage delay on the critical path :: 0.60 ns
- Worst Setup End Kind :: output port
- Type of the worst setup path :: in -> out
- Data arrival at the endpoint of the critical path :: roughly 22 ns
- Worst Reg2Reg Path Length in Cells :: approximately 50
- The largest individual stage delay along the critical path comes from the cell sky130_fd_sc_hd__clkdlybuf4s50_1.
- Per STA, the startpoint of the critical path is Instr[3].
- For the worst setup path, the data required time is about 23 ns.
- Crit Reg-Reg Startpoint :: dp.rf.registers[30][0]
- The worst setup path is launched from an input pin.
- The cell that appears most often on the critical path is sky130_fd_sc_hd__fa_1.
- Top fanout value on the critical path :: 11

** Global route
- The number of global-route vias before repair is 41,493.
- Global-route wire length before repair :: 306,800 um
- Maximum number of pins on one net before global-route repair :: roughly 81
- Final global-route overflow total :: 0
- The number of antenna violations at the first check in global routing is 5.
- All-Layer GR Usage :: 0.4279

** Placement
- Summed over all nets, the half-perimeter wirelength after detailed placement is 143,100 um.
- In this run the cell area measured after placement is 60,850 um2.
- Final weighted congestion in routability-driven placement :: 0.9816
- The pre-CTS setup check shows a worst slack of just under 1 ns.
- Placed Cells :: about 5,400
- Buffers placed on the I/O ports in this run total 162.

** Power and ir drop
- For this design the ratio of total power to cell area is slightly above 70 nW/um2.
- Summed over all cells, the static leakage comes to between 20 and 25 nW.
- The final power report lists total power as around 4.5 mW.
- Peak ir drop on the vdd network :: around 0.057 mV

** Floorplan
- The die is ~340 um tall.
- Die Outline Area :: 114,500 um2
- Top-Level Pins :: about 160
- The initial utilization of the core area, before any placement, comes to 0.5037.
- Core Footprint :: 112,300 um2
- According to the floorplan report, the die width is 338.4 um.
- The initialized floorplan defines 123 standard-cell rows.

** Detailed routing
- Dividing the detail-routed via count by the number of cells gives a little under 7.
- Antenna Violating Nets Remaining :: 0
- The detailed router finished its first iteration with roughly 3,000 violations.
- DRC violations left :: 0
- Final Routed Wirelength :: about 220,000 um
- After detailed routing, the average wire length per cell comes to around 40 um.
- DRT Pass-1 Iters :: 8
- Total via count after detailed routing :: 38,788

** Final timing
- Final Setup Violations :: 0
- Final clock skew :: 0.04072 ns
- Period Utilization, post-route :: 0.9679
- Setup repair after global routing left no endpoint under its margin.
- Slack of the critical path :: approximately 0.93 ns
- Measured against its own limit, the worst slew margin works out to 0.2923.
- Worst hold margin :: ~0.71 ns
- At the pin with the least slew margin, the transition time is about 1.1 ns.
- The worst path in the final design needs a cycle of 27.97 ns, including I/O delays and setup.
- In this build the clock could be raised as far as about 36 MHz.
- Max-slew check failures listed in the final report amount to 0.
- The final hold violation count recorded for this run is 0.
- In the final timing run, aggregate negative setup slack is 0 ns.

** Flow run
- Maxcap violations :: 0
- Count of warning messages emitted by the tools :: 27

** Worst hold path
- The worst hold path passes through 2 cells.
- Class of the tightest hold or removal check :: reg -> reg
- The worst hold path begins at dp.pcreg.q[15].
## report_power, final
part	switching, mW	internal, mW	total (mW)
combinational	0.759	0.423	1.18
sequential	0.0489	1.94	1.99
clock	0.591	0.783	1.37
total	1.40	3.15	4.55
## worst max-delay path: cells and delay by family
| kind | cells | cell delay (ns) |
|---|---|---|
| adders and majority gates | 30 | 11.91 |
| AOI/OAI and AO/OA | 5 | 1.56 |
| and+or+nand+nor | 2 | 0.85 |
| buffers and inverters | 5 | 1.46 |
| xor gates and xnor gates | 3 | 0.61 |
## sequential cells by signal, summed over array words and instances (netlist names)
register,count
dp.rf.registers,1024
dp.pcreg.q,32
## routing by layer
layer / routed length [um] / vias to the layer above / GRT usage
li1: - / 15791 / -
met2: 96330 / 3154 / 0.5780
met5: 1144 / - / 0.07000
met4: 12470 / 30 / 0.1752
met3: 44450 / 633 / 0.3657
met1: 65080 / 19180 / 0.4916
## logic make-up after synthesis
group                    synth area share
AND/OR/NAND/NOR                   0.05851
multiplexers                       0.2309
other                          0.00006627
XOR/XNOR                          0.01393
AND-OR/OR-AND                     0.08818
flip-flops                         0.5576
adder cells (fa/ha/maj)           0.02222
buffers and inverters             0.02864
## cell usage after synthesis (12+ instances only)
cell	n	area (um2)
sky130_fd_sc_hd__a21oi_1	124	620.6
sky130_fd_sc_hd__xor2_1	34	297.8
sky130_fd_sc_hd__buf_6	24	270.3
sky130_fd_sc_hd__o21a_1	12	90.09
sky130_fd_sc_hd__a221oi_1	28	245.2
sky130_fd_sc_hd__o22ai_1	70	437.9
sky130_fd_sc_hd__mux2_2	60	675.7
sky130_fd_sc_hd__clkbuf_1	128	480.5
sky130_fd_sc_hd__nor2b_1	13	81.33
sky130_fd_sc_hd__buf_4	35	262.8
sky130_fd_sc_hd__nor2_1	183	686.9
sky130_fd_sc_hd__nand4_1	25	156.4
sky130_fd_sc_hd__or3_1	23	143.9
sky130_fd_sc_hd__buf_1	24	90.09
sky130_fd_sc_hd__a31oi_1	20	125.1
sky130_fd_sc_hd__a211oi_1	33	247.7
sky130_fd_sc_hd__buf_2	68	340.3
sky130_fd_sc_hd__a22o_1	12	105.1
sky130_fd_sc_hd__nand3_1	67	335.3
sky130_fd_sc_hd__xnor2_1	56	490.5
sky130_fd_sc_hd__o211ai_1	38	285.3
sky130_fd_sc_hd__o21ai_0	91	455.4
sky130_fd_sc_hd__o221ai_1	44	385.4
sky130_fd_sc_hd__dfrtp_1	32	800.8
sky130_fd_sc_hd__a21o_1	30	225.2
sky130_fd_sc_hd__nand2_1	216	810.8
sky130_fd_sc_hd__and2_1	38	237.7
sky130_fd_sc_hd__nor3_1	47	235.2
sky130_fd_sc_hd__nand2b_1	14	87.58
sky130_fd_sc_hd__mux2i_1	299	2993
sky130_fd_sc_hd__fa_1	31	620.6
sky130_fd_sc_hd__a22oi_1	32	240.2
sky130_fd_sc_hd__a211o_1	22	192.7
sky130_fd_sc_hd__inv_1	41	153.9
sky130_fd_sc_hd__o21ai_1	13	65.06
sky130_fd_sc_hd__and3_1	19	118.9
sky130_fd_sc_hd__ha_1	34	425.4
sky130_fd_sc_hd__edfxtp_1	1024	30750
sky130_fd_sc_hd__mux4_2	415	9346
sky130_fd_sc_hd__maj3_1	20	200.2
## worst paths after layout
check | end | slack (ns)
worst max register to register | dp.pcreg.q[0] | 11.73
min in group asynchronous | dp.pcreg.q[16] | 5.48
worst max-delay path | ALUResult[0] | 0.93
worst min register to register | dp.pcreg.q[15] | 0.71
worst min-delay path | dp.pcreg.q[15] | 0.71
max in group asynchronous | dp.pcreg.q[0] | 23.06
## area by class of cell
| cell class | count | area (um2) |
|---|---|---|
| Tap cell | 1500 | 1877 |
| Inverter | 47 | 176.4 |
| Antenna cell | 6 | 15.01 |
| Clock buffer | 131 | 2789 |
| Multi-Input combinational cell | 2381 | 23960 |
| Clock inverter | 69 | 659.4 |
| Timing Repair Buffer | 380 | 3278 |
| Fill cell | 8587 | 48040 |
| Sequential cell | 1056 | 31550 |
No activity file was given, so power comes from the tool's default toggle rates.
